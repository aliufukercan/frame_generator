## design/flow/design.v

```verilog
`timescale 1ns / 1ps
module decoder(
    input [1:0] pix_data,
    input [2:0] sel,
    output reg [7:0] decoded_pix_data
    );
always @(*) begin
    if (sel == 3'b111) begin                     
        if (pix_data == 2'b00) 
            decoded_pix_data = 8'b00000000;
        else if (pix_data == 2'b11)
            decoded_pix_data = 8'b11111111;
        else 
            decoded_pix_data = 8'b01100100;    
    end else if (sel == 3'b110) begin                  
        if (pix_data == 2'b00) 
            decoded_pix_data = 8'b00000000;
        else if (pix_data == 2'b11)
            decoded_pix_data = 8'b10010110;
        else 
            decoded_pix_data = 8'b00110010; 
    end else if (sel == 3'b001) begin                  
        if (pix_data == 2'b00) 
            decoded_pix_data = 8'b00000000;
        else if (pix_data == 2'b11)
            decoded_pix_data = 8'b10010110;
        else 
            decoded_pix_data = 8'b00110010;
    end else 
        decoded_pix_data = 8'b00000000;        
end   
endmodule
```

## design/flow/config.mk

```make
export PLATFORM = sky130hd
export DESIGN_NAME = decoder
export DESIGN_NICKNAME = decoder
export VERILOG_FILES = /design/flow/design.v
export SDC_FILE = /design/flow/constraint.sdc
export NUM_CORES = 4
export LEC_CHECK = 1
export CORE_AREA = 10 10 70 70
export DIE_AREA = 0 0 80 80
```

## design/flow/constraint.sdc

```tcl
current_design decoder

set clk_period 1.5
set clk_io_pct 0.2

create_clock -name clk0 -period $clk_period

set non_clock_inputs [all_inputs -no_clocks]
set_input_delay [expr $clk_period * $clk_io_pct] -clock clk0 $non_clock_inputs
set_output_delay [expr $clk_period * $clk_io_pct] -clock clk0 [all_outputs]
```

## design/flow/run.sh

```bash
#!/bin/bash
# OpenROAD 26Q1-2900-gdf79404cd8, Yosys 0.63+post, stock flow scripts
make -C /OpenROAD-flow-scripts/flow DESIGN_CONFIG=/design/flow/config.mk WORK_HOME=/design/flow/orfs finish
```

==> results_slide.txt <==
Synthesis and Place & Route Summary

Flow run
  • Maxcap violations: 0
  • Tool warnings: 33

GRT
  • Initial antenna violation count: 0
  • Global-route wire length before repair: between 1 and 1.5 mm
  • GRT Total Usage: 0.0180
  • Gr ovfl total: 0
  • Largest net degree at the start of global routing: 8
  • Vias in the first global route: about 220

Power and ir drop
  • Comb power frac: 1.000
  • Cell internal pwr: 0.0588 mW
  • VDD IR-drop max: 0.0327 mV
  • NetSw: ~0.040 mW
  • Pwr Density: 225 nW/um^2
  • Net Sw Frac: 0.403
  • Final Power: about 0.098 mW
  • Sequential fraction of design power: 0
  • Clock Power Share: 0
  • Lkg Pwr: about 0.2 nW

Cells and area
  • Highest-count logic cell in the final layout: buf_4
  • Flop area: 0 um^2
  • Clkbuf count: 0
  • Final Non-Filler Cells: 88
  • Logic area: between 150 and 200 um^2
  • Synth-to-layout area growth: 194%
  • Filler instances: 392
  • Layout cell share with drive strength beyond 1: 0.762
  • Flip-flops: 0
  • Most common logic cells in the final layout: buf_4 (7), buf_6 (6), buf_2 (4), dlygate4sd2_1 (4), inv_2 (3)

Floorplanning
  • IO Count: 13
  • Starting density of the core: 0.0436
  • DIE WIDTH: around 80 um
  • Chip Footprint: between 6000 and 7000 um^2
  • DIE HEIGHT: approximately 80 um
  • Core ar.: between 3000 and 4000 um^2
  • Row count: 21

Detailed routing
  • Antenna fix cells: 0
  • DRT Pass-1 Iters: 3
  • # DRC: 0
  • Routed WL: around 620 um
  • Vias per std cell: ~2.6
  • Drt wl/cell: about 7 um
  • ANT nets after route: 0
  • Vias: ~230
  • Starting DRT DRC Count: 5

Logic synthesis
  • Synth area leader: ha_1
  • Largest cells by area after synthesis: ha_1 (17%), a32o_1 (13%), buf_4 (10%)
  • Cell variety after synth: 13
  • Syn Area/Cell: about 6.5 um^2
  • Post-Syn Area: ~150 um^2
  • Ys cells: 23
  • Yosys warnings: 1
  • Syn Inst Count: 23
  • Register share after synthesis: 0
  • Synthesis area per yosys: between 100 and 150 um^2
  • Max-area cell share: 0.168

Place
  • IO Port Bufs: 13
  • Placed Cells incl. Taps: about 87
  • Final Wtd Congestion: ~0.73
  • Pre-CTS WS: -781 ps
  • Post-DP HPWL: 501 um

Critical path
  • Crit path DAT: between 1000 and 1500 ps
  • Data required, critical path: roughly 1200 ps
  • Crit-path cells: buf_6 -> or3b_4 -> buf_6 -> o22ai_4 -> buf_2
  • Crit path largest cell delay: approximately 400 ps
  • Crit path max-delay cell type: or3b_4
  • CP endpoint kind: output pin
  • CP Launch Type: primary input
  • Crit path top cell by count: buf_6
  • Critical-path maximum fanout: 2
  • CP Class: primary input to output pin

Timing
  • Worst setup margin: roughly 36 ps
  • Cycle use final: 0.976
  • Fmax: approximately 680 MHz
  • Max-slew headroom: 0.887
  • Fin. max-slew vios: 0
  • Final setup fails: 0
  • Tmin final: roughly 1500 ps
  • Worst-margin pin slew: 169 ps
  • Final hold violations: 0

Worst hold path
  • Min-delay worst type: primary input to output pin

Run status
  • Status: finished, final reports clean
-- path summary, 6_finish.rpt --
check / cells past startpoint / slack, ps / to / startpoint
max: 5 / 40 / decoded_pix_data[1] / sel[2]
min: 5 / 1040 / decoded_pix_data[4] / sel[1]
-- synth_stat cells --
cell type / number
a21oi_1: 2
a32o_1: 2
buf_4: 2
ha_1: 2
inv_1: 4
nand2_1: 1
nand2b_1: 1
nand3_1: 1
nor2_1: 3
nor3b_2: 1
o21ai_0: 2
o22ai_1: 1
or3b_1: 1
-- metal layers --
layer | routed length (um) | share of wire | vias to the layer above | track usage
li1 | - | - | 119 | -
met1 | 251 | 0.40 | 100 | 0.0218
met2 | 259 | 0.42 | 10 | 0.0305
met3 | 111 | 0.18 | 0 | 0.00795
met4 | 0 | 0 | 0 | 0
met5 | 0 | 0 | - | 0
-- logic make-up after synthesis --
logic type,count (synthesis),share of synthesized area
adders and majority gates,2,0.168
and+or+nand+nor,8,0.319
buffers and inverters,6,0.202
AOI/OAI and AO/OA,7,0.311
-- power by group through the flow --
stage	combinational, mW	clock (mW)	sequential (mW)
after CTS	0.0902	0	0
after global routing	0.109	0	0
final	0.0985	0	0
-- worst max-delay path: cells and delay by family --
family | cells | cell delay (ps)
simple gates | 1 | 400
compound gates | 1 | 130
buf+inv | 3 | 340
-- repair_timing --
action	in CTS	in global routing
cloned	0	0
gates resized	59	5
setup buffers	1	0
pin swaps	9	2
setup endpoints to repair	8	3
hold buffers	0	0
-- metrics by stage --
step	util	instance area [um^2]	TNS [ps]	hold WS, ps
floorplan	-	149	0	685
global placement	0.110	374	-5040	1670
detailed placement	0.110	374	-5230	1670
CTS	0.121	413	0	1060
global route	0.128	438	-1.01	1070
finish	0.128	438	0	1040
-- cell type report --
class	count	area share
inverters	4	0.0343
multi-input cells	17	0.434
well taps	46	0.131
repair buffers	21	0.400
No activity file was given, so power comes from the tool's default toggle rates.

===== flow/config.mk =====
export PLATFORM = sky130hd
export DESIGN_NAME = frame_timing_gen
export DESIGN_NICKNAME = frame_timing_gen
export VERILOG_FILES = /design/flow/design.v
export SDC_FILE = /design/flow/constraint.sdc
export NUM_CORES = 4
export LEC_CHECK = 1
export CORE_UTILIZATION = 40

===== flow/constraint.sdc =====
current_design frame_timing_gen

set clk_period 4.2
set clk_io_pct 0.2

create_clock -name clk0 -period $clk_period [get_ports {clk}]

set non_clock_inputs [all_inputs -no_clocks]
set_input_delay [expr $clk_period * $clk_io_pct] -clock clk0 $non_clock_inputs
set_output_delay [expr $clk_period * $clk_io_pct] -clock clk0 [all_outputs]

===== flow/design.v =====
module frame_timing_gen #(
    parameter FPS               = 30,
    parameter CLK_FREQ_HZ       = 100_000_000,
    parameter FVAL2LVAL         = 50,
    parameter LVAL2DVAL         = 80,
    parameter DVAL_HIGH         = 640,
    parameter ROW_COUNT         = 480,
    parameter LVAL_HIGH         = 800,
    parameter LVAL_LOW          = 100
)(
    input clk,
    input rst,
    input en,
    output reg fval,
    output reg dval,
    output reg lval,
    output lval_negedge_out,
    output fval_posedge_out
    );
reg [31:0] counter_fval; 
reg [31:0] counter_lval;
reg [31:0] counter_dval;       
reg [31:0] counter_fval2lval;
reg [31:0] counter_lval2dval;               
reg [31:0] line_counter;
reg fval_samp;
reg lval_samp;
reg en_samp; 
wire fval_posedge; 
wire lval_negedge;
wire en_posedge;
assign lval_negedge_out = lval_negedge;
assign fval_posedge_out = fval_posedge;
assign fval_posedge = fval && !fval_samp; 
assign lval_negedge = !lval && lval_samp; 
assign en_posedge = en && !en_samp; 
always @(posedge clk or posedge rst) begin
    if (rst == 1) begin
      counter_fval <= 0;
      counter_lval <= 0;
      counter_dval <= 0;
      counter_fval2lval <= 1;
      counter_lval2dval <= 1;
      line_counter <= 0;
      fval <= 1'b0;
      lval <= 1'b0;
      dval <= 1'b0;
    end else begin
        if (en_posedge) begin
            fval <= 1'b1; 
            counter_fval <= 1;       
        end    
        en_samp <= en;
        if (lval_negedge) begin
            if (line_counter >= (ROW_COUNT - 1)) begin        
                lval <= 1'b0;
                dval <= 1'b0;
                fval <= 1'b0;            
            end else begin
                line_counter <= line_counter + 1;
                lval <= 1'b1;
                counter_dval <= 0;
                counter_lval <= 0;
            end              
        end    
        lval_samp <= lval;  
        if (fval_posedge) begin
            line_counter <= 0;
            counter_fval <= 1;
            counter_lval <= 0;
            counter_dval <= 0;
            counter_fval2lval <= 1;
            counter_lval2dval <= 1;
        end
        fval_samp <= fval; 
        if (en == 1) begin
            if (counter_fval == (CLK_FREQ_HZ / FPS)) begin   
                fval <= 1'b1;
                counter_fval <= 1;
            end else
                counter_fval <= counter_fval + 1;
        end
        if (fval == 1) begin
            if (counter_fval2lval >= FVAL2LVAL) begin
                counter_lval <= counter_lval + 1;  
                if (counter_lval == (LVAL_HIGH + LVAL_LOW)) begin 
                    lval <= 1'b1;
                    counter_lval <= 1;
                end else if (counter_lval >= LVAL_HIGH) begin
                    lval <= 1'b0; 
                end else
                    lval <= 1'b1;       
            end else begin
                lval <= 1'b0;   
                counter_fval2lval <= counter_fval2lval + 1;      
            end
        end else begin
            lval <= 1'b0;
            counter_fval2lval <= 1; 
        end 
        if (lval == 1) begin
            if (counter_lval2dval >= LVAL2DVAL) begin
                if (counter_dval == DVAL_HIGH) begin
                    dval <= 1'b0;
                end else begin
                    counter_dval <= counter_dval + 1;
                    dval <= 1'b1;
                end      
            end else begin
                dval <= 1'b0;
                counter_lval2dval <= counter_lval2dval + 1;    
            end        
        end else begin
            dval <= 1'b0;
            counter_lval2dval <= 1;
        end
    end
end
endmodule

===== flow/run.sh =====
#!/bin/bash
# OpenROAD 26Q1-2900-gdf79404cd8, Yosys 0.63+post, stock flow scripts
make -C /OpenROAD-flow-scripts/flow DESIGN_CONFIG=/design/flow/config.mk WORK_HOME=/design/flow/orfs finish

==> job_summary.md <==
### Flow metrics

| Metric | Value |
|---|---|
| Outcome | complete, no violations |
| Port Buffers | 7 |
| Pre-Place Util | 40.7% |
| Final Cell Area | 0.0109 sq mm |
| FILL cells | 2224 |
| RSZ-0062 raised after global routing | false |
| Switching power share of the total | 28.6% |
| Pre-CTS setup slack | 1.29 ns |
| R2r endpoint | counter_lval[25] |
| Pwr/cell area | 384 mW/mm^2 |
| Min-Delay Endpoint | counter_lval2dval[22] |
| Hpwl dp | 12900 um |
| Die ar. | 0.0253 sq mm |
| Asr flop ratio synth | 98.5% |
| Die Span X | 159 um |
| Global-route wire length before repair | 35900 um |
| # setup viols final | 0 |
| Post-synth EDFFs | 3 |
| Drt total wl | 20800 um |
| Synth cell types | 61 |
| R2R cell count | 8 |
| Post-synthesis register bit count | 198 |
| Clock sink total | 198 |
| Vias | 7563 |
| Sequential-to-total area share from yosys stat | 50.4% |
| CTS Hold Bufs | 0 |
| I/O pin count | 8 |
| GRT Residual Overflow | 0 |
| Ant diodes | 0 |
| Worst EP arrival | 3.27 ns |
| Setup TNS | 0 ns |
| Post-Synthesis Cells | 1007 |
| Peak Freq | 0.338 GHz |
| Worst slew pin tran | 0.965 ns |
| Hold_sp | counter_lval2dval[22] |
| Core ar. | 0.0242 sq mm |
| Average size of a mapped cell | 9.80 sq um |
| Router iterations before antenna repair | 4 |
| PostCTS Resize Cnt | 0 |
| DR WL/cell | 15.6 um |
| CP Max Fanout | 23 |
| Sequential power share | 50.4% |
| Clock Latency Late Sink | 0.43 ns |
| Post-route ant nets | 0 |
| Worst hold path type | reg -> reg |
| Worst R2R Start | counter_fval2lval[0] |
| Die height | 159 um |
| Core Util, Final | 44.9% |
| Clock slew seen by the registers of the worst setup and hold paths | 0.08 ns |
| Final min period | 2.96 ns |
| Setup slack, reg-to-reg | 1.24 ns |
| # rows | 57 |
| Net Sw Power | 1.20 mW |
| Crit. End Element | flop |
| Final Max Tran Viols | 0 |
| Critical-path cell list | inv_1 -> ha_1 -> nor4_1 -> o2111ai_1 -> o31ai_4 -> buf_4 -> nor3_1 -> a221o_1 |
| Post-CTS Setup Bufs | 0 |
| CP max-delay cell | o31ai_4 |
| Synthesis area per yosys | 0.00987 sq mm |
| Number of H-tree levels | 4 |
| Slew HR | 35.1% |
| Synth warnings | 1 |
| Hold path cells | 1 |
| Final period util | 70.5% |
| Placer congestion estimate | 0.813 |
| Layout cells sized above 1 | 7.07% |
| Cell area after synthesis | 0.00987 sq mm |
| Startpoint types | flop |
| Clock Skews | 0.0137 ns |
| TritonCTS clock tree | yes |
| Required time worst endpoint | 4.51 ns |
| Yosys Instances | 1007 |
| Final hold violations | 0 |
| DR iter-0 viols | 466 |
| Syn-to-layout area delta | 10.2% |
| Leak | 4.72 nW |
| Ys flop type | dfrtp_1 |
| DP Area | 0.0103 sq mm |
| VDD IR-drop max | 285 uV |
| Vias in the first global route | 7081 |
| DRC viols | 0 |
| Initial antenna violation count | 0 |
| Largest net degree at the start of global routing | 54 |
| Clock Path Buffers | 2 |
| Tool Warnings | 32 |
| CP Class | reg -> reg |
| Gate power share | 11.2% |
| CTS root buffer | clkbuf_16 |
| Final setup margin | 1.24 ns |
| Via/cell ratio | 5.70 |
| Internal Pwr Total | 2.98 mW |
| Total CTS buffers | 17 |
| Global-route usage over all layers | 17.4% |
| Largest stage delay, worst path | 0.78 ns |
| Clk pwr share | 38.3% |
| Max-cap violations | 0 |
==> worst max-delay path by stage <==
stage,startpoint,depth (start not counted),end
after CTS,counter_fval2lval[0],8,counter_lval[25]
after global routing,counter_fval2lval[0],8,counter_lval[28]
final,counter_fval2lval[0],8,counter_lval[25]
==> layout make-up <==
| type | instances | area [sq um] | area share [%] |
|---|---|---|---|
| repair buffers | 29 | 248 | 2.28 |
| well taps | 324 | 405 | 3.73 |
| multi-input cells | 711 | 4540 | 41.7 |
| flip-flops and latches | 198 | 4970 | 45.7 |
| inverters | 34 | 131 | 1.21 |
| clock buffers | 19 | 443 | 4.07 |
| clock inverters | 13 | 136 | 1.25 |
==> synthesized netlist by cell type, drive strengths merged, types with 7 or more instances <==
library cell / instances / share of area, %
nor4b: 8 / 0.71
and2: 94 / 6.0
and4: 8 / 0.71
a21o: 9 / 0.68
or3: 9 / 0.57
nor2: 38 / 1.4
o31ai: 15 / 1.1
and3: 13 / 0.82
nand4: 35 / 2.2
buf: 13 / 0.74
nor2b: 8 / 0.51
nand2: 69 / 2.6
or4: 17 / 1.3
a21oi: 18 / 0.91
a211o: 12 / 1.1
a22o: 14 / 1.2
dfrtp: 193 / 49
nor3: 62 / 3.2
clkbuf: 51 / 2.0
inv: 34 / 1.3
o21ai: 34 / 1.7
nand3: 46 / 2.3
a31oi: 20 / 1.3
nor4: 60 / 3.8
a221o: 39 / 4.0
ha: 11 / 1.4
nand2b: 7 / 0.44
==> power by group through the flow <==
| stage | clock network [mW] | registers (mW) | logic, mW |
|---|---|---|---|
| after CTS | 1.64 | 2.10 | 0.474 |
| after global routing | 1.71 | 2.12 | 0.532 |
| final | 1.60 | 2.11 | 0.469 |
==> metal layers <==
metal	wire length, um	share of wire [%]	vias up	GRT usage, %
met3	613	3.0	10	2.37
met2	9100	44	108	24.9
met5	0	0	-	0
met4	192	0.92	0	1.70
li1	-	-	3768	-
met1	10900	52	3677	30.3
==> kinds of logic (layout without fill, tap and decap cells) <==
| kind of cell | after synthesis | count (layout) | share of synthesized area, % |
|---|---|---|---|
| AOI/OAI and AO/OA | 202 | 202 | 15.4 |
| xor gates and xnor gates | 11 | 11 | 0.976 |
| adders and majority gates | 11 | 11 | 1.39 |
| buffers and inverters | 98 | 95 | 3.98 |
| DFF | 198 | 198 | 50.4 |
| muxes | 5 | 5 | 0.520 |
| and+or+nand+nor | 482 | 482 | 27.3 |
==> placed cells by master, fill, tap and decap left out, drive strengths merged, types with 5 or more instances in the layout <==
| master | n |
|---|---|
| a2111oi | 5 |
| a211o | 12 |
| a211oi | 5 |
| a21o | 9 |
| a21oi | 18 |
| a221o | 39 |
| a22o | 14 |
| a31oi | 20 |
| a41oi | 6 |
| and2 | 94 |
| and3 | 13 |
| and4 | 8 |
| buf | 22 |
| clkbuf | 19 |
| clkdlybuf4s50 | 7 |
| clkinv | 7 |
| dfrtp | 193 |
| ha | 11 |
| inv | 39 |
| nand2 | 69 |
| nand2b | 7 |
| nand3 | 46 |
| nand4 | 35 |
| nor2 | 38 |
| nor2b | 8 |
| nor3 | 62 |
| nor4 | 60 |
| nor4b | 8 |
| o21ai | 34 |
| o31a | 5 |
| o31ai | 15 |
| or3 | 9 |
| or4 | 17 |
| xnor2 | 5 |
| xor2 | 6 |
==> registers in the layout (all words and copies together) (netlist names) <==
register / cells
en_samp: 1
line_counter: 32
fval: 1
fval_samp: 1
lval: 1
counter_dval: 32
dval: 1
lval_samp: 1
counter_fval2lval: 32
counter_lval: 32
counter_fval: 32
counter_lval2dval: 32
==> worst max-delay path: cells and delay by family (launching register included) <==
| family | cells | cell delay (ns) |
|---|---|---|
| flops | 1 | 0.54 |
| fa+ha+maj | 1 | 0.19 |
| simple gates | 2 | 0.35 |
| compound gates | 3 | 1.29 |
| buf+inv | 2 | 0.46 |
==> metrics by stage <==
step           hold WS, ns  power (mW)  instances
6_report             0.485        4.18       1328
4_1_cts              0.491        4.22       1328
5_1_grt              0.502        4.36       1328
3_3_place_gp         0.469        2.60       1296
2_1_floorplan        0.447        2.47       1007
3_5_place_dp         0.471        2.61       1296
Power is estimated from default activity; no workload was simulated.
